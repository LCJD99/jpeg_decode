$ cat /design/flow/config.mk
export PLATFORM = sky130hd
export DESIGN_NAME = jpeg_stream
export DESIGN_NICKNAME = jpeg_stream
export VERILOG_FILES = /design/flow/design.v
export SDC_FILE = /design/flow/constraint.sdc
export NUM_CORES = 4
export LEC_CHECK = 1
export CORE_UTILIZATION = 50
$ cat /design/flow/design.v
module jpeg_stream(
    input         ai_we,
    output        ao_next,
    input [7:0]   ai_data,
    output        bit_avali,
    output [63:0] bit_out,
    input  [6:0]  bit_eaten,         
    input clk,
    input rst
);
    reg [7:0] lastword;
    always@(posedge clk)begin
        if(rst)
            lastword <= 0;
        else if(ai_we & ao_next)  
            lastword <= ai_data;
    end
    wire ridzero = ai_data == 8'h00 & lastword == 8'hff;    
    reg [6:0]   point;    
    reg [127:0] bit_buffer;
    always@(posedge clk) begin
        if (rst) 
            point <= 'd0;
		else if (ai_we & ao_next)begin
            if (ridzero)
                point <= point - bit_eaten;
            else
                point <= point - bit_eaten + 'd8;
        end else
			point <= point - bit_eaten;
	end 
    always@(posedge clk)begin
        if(rst)
            bit_buffer <= 'd0;
        else if (ai_we & ao_next)begin
            if (ridzero)
                bit_buffer <= bit_buffer << bit_eaten ;      
            else
                bit_buffer <= (bit_buffer | ({ai_data,120'd0} >> point)) << bit_eaten ;      
        end else 
            bit_buffer <= bit_buffer << bit_eaten ;      
    end
    assign bit_out = bit_buffer[127:64];
    assign bit_avali = point[6];   
    assign ao_next = point < 7'd119;
endmodule 
$ cat /design/flow/run.sh
#!/bin/bash
# OpenROAD 26Q1-2900-gdf79404cd8, Yosys 0.63+post, stock flow scripts
make -C /OpenROAD-flow-scripts/flow DESIGN_CONFIG=/design/flow/config.mk WORK_HOME=/design/flow/orfs finish
$ cat /design/flow/constraint.sdc
current_design jpeg_stream

set clk_period 7.8
set clk_io_pct 0.2

create_clock -name clk0 -period $clk_period [get_ports {clk}]

set non_clock_inputs [all_inputs -no_clocks]
set_input_delay [expr $clk_period * $clk_io_pct] -clock clk0 $non_clock_inputs
set_output_delay [expr $clk_period * $clk_io_pct] -clock clk0 [all_outputs]
==> results.txt <==
vias in the first global route: 18,900
Post-Layout Cell Count: 2,490
flip-flops with a built-in enable: 0
DR pass1 iterations: 9
Root Buffer: clkbuf_16
final setup margin: 1440 ps
final tally of setup violations: 0
Top cells by area: dfxtp_1 (17%), mux4_2 (14%), mux2i_1 (9.8%)
hpwl dp: 73,500 microns
Placed Cells: 2,449
Resize count post-CTS: 0
Pwr per Cell Area: 215 mW/mm^2
top cells by count, synth: nor2_1 (201), nand2_1 (173), mux2i_1 (168)
post-layout period usage: 0.815
Top Layer Used: met5
Flop pwr share: 0.211
hold_buf cts: 0
Peak supply drop: 0.176 mV
Hold Crit Class: reg -> reg
Fmax: 0.157 GHz
overall power: 4000 uW
Syn Std Cell Area: 0.0172 sq mm
sequential fraction of the synthesis area: 0.167
CP required: 8100 ps
share of cells above drive strength 1: 0.163
Late-Pin Clk Latency: 470 ps
# Cells Yosys: 2,084
initial antenna violation count: 7
routed via count: 20,200
largest net degree at the start of global routing: 82
Ports: 84
Antenna Nets Post-Route: 0
P_leak: 0.00691 uW
H-tree depth: 4
met3 wire length: 19,200 microns
Worst Setup End Kind: register
clk slew on worst S/H paths: 70 ps
design area: 0.0186 sq mm
Die ar.: 0.0351 sq mm
tool warnings: 30
clk buf depth: 2
area leader, netlist: dfxtp_1
Sw Ratio: 0.470
Cell Int Power: 2120 uW
number of DRC markers in iteration 0: 3,291
first-pass GRT wire length: 138,000 microns
Final Skew: 12.2 ps
min Tclk post-route: 6360 ps
FP Core Util: 0.509
RSZ-0062 raised after global routing: no
CTS sink count: 143
flops out of synthesis: 143
Psw: 1880 uW
Place WS: 1390 ps
CTS tree: yes
arrival time worst endpoint: 6660 ps
IO buf count: 83
Slew @ Worst Pin: 1170 ps
asr flop ratio synth: 0
Clk pwr share: 0.247
GP Congestion: 1.17
CTS Buf Count: 17
area share, top type: 0.167
CP Class: in -> reg
GRT Residual Overflow: 0
setup bufs post-CTS: 0
Post-Synthesis Cells: 2,084
core area: 0.0337 sq mm
main flop type: dfxtp_1
Avg WL per Cell: 39.5 microns
Die Height: 187 microns
slew margin rel.: 0.213
placement-stage cell area: 0.0179 sq mm
Die X: 187 microns
Vias/cell: 8.12
Yosys Chip Area: 0.0172 sq mm
drt total wl: 98,300 microns
Post-Syn Area per Cell: 8.24 sq um
final hold vios: 0
max-slew violations: 0
max cap viols: 0
met2 wire len: 37,500 microns
Site Rows: 67
Final TNS setup: 0 ps
worst-path fanout max: 17
YS warnings: 1
Unique cell types: 87
Comb power frac: 0.541
GRT Total Usage: 0.576
outcome: finished, final reports clean
Synth top cell by count: nor2_1
CP startpoint kind: primary input
Met1 Wirelength: 32,300 microns
Layout area overhead: 8.51%
DR DRC count: 0
## kinds of logic (layout without fill, tap and decap cells)
group	after synthesis	count (layout)	share of synthesized area
mux	347	347	0.286
fa+ha+maj	17	17	0.0146
flops	143	143	0.167
other cells	0	9	0
xor+xnor	10	10	0.00510
compound gates	690	690	0.287
buf+inv	280	229	0.0778
simple gates	597	597	0.163
## cells in the final DEF, fill, tap and decap left out, types with 38 or more instances in the layout
master             n
nor2_1           200
nand2_1          173
mux2i_1          168
a21oi_1          163
dfxtp_1          143
mux4_2           106
clkdlybuf4s50_1   77
buf_4             76
mux2_2            70
o21ai_0           66
a22oi_1           49
o22ai_1           45
nand3_1           38
## critical path: stages
cell             delay, ps
clkdlybuf4s50_1        520
nor4bb_1               500
nand4_1                800
and3_1                 730
a211oi_1               510
a211oi_1               230
mux4_2                 550
mux2_2                 360
o221ai_1               510
o22a_1                 210
o21ai_0                170
## final cells by class
cell class              count  area [sq um]
clock buffers              22           464
multi-input cells        1661         13000
inverters                  40           159
fillers                  3063         15100
flip-flops and latches    143          2860
diodes                      9          22.5
repair buffers            157          1380
well taps                 448           561
clock inverters            10           206
## power groups by stage
stage,Combinational (uW),Sequential (uW),Clock [uW]
6_report,2160,845,988
5_1_grt,2190,846,1010
4_1_cts,2000,838,979
## sequential cells by signal (all words and copies together) (netlist names)
register,count
lastword,8
point,7
bit_buffer,128
## per-stage QoR
step,hold slack (ps),util
final,452,0.553
after global routing,465,0.552
after CTS,451,0.552
after detailed placement,443,0.532
after global placement,444,0.532
after floorplan,427,-
## path summary, 6_finish.rpt
check	slack [ps]	cells after the start	from	end
max reg2reg	2470	11	point[1]	bit_buffer[103]
min	450	2	lastword[7]	lastword[7]
max	1440	11	ai_data[3]	bit_buffer[75]
min reg2reg	450	2	lastword[7]	lastword[7]
## per-layer routing
metal  vias up  track usage
li1       7945            -
met1      9455        0.677
met2      2229        0.751
met3       579        0.403
met4         8        0.361
met5         -       0.0591
Power figures rest on the tool's default switching activity, not on a simulated workload.
