**flow/run.sh**
```bash
#!/bin/bash
# OpenROAD 26Q1-2900-gdf79404cd8, Yosys 0.63+post, stock flow scripts
make -C /OpenROAD-flow-scripts/flow DESIGN_CONFIG=/design/flow/config.mk WORK_HOME=/design/flow/orfs finish
```
**flow/config.mk**
```make
export PLATFORM = sky130hd
export DESIGN_NAME = vga_ctrl
export DESIGN_NICKNAME = vga_ctrl
export VERILOG_FILES = /design/flow/design.v
export SDC_FILE = /design/flow/constraint.sdc
export NUM_CORES = 4
export LEC_CHECK = 1
export CORE_UTILIZATION = 30
```
**flow/constraint.sdc**
```tcl
current_design vga_ctrl

set clk_period 3.3
set clk_io_pct 0.2

create_clock -name clk0 -period $clk_period [get_ports {pclk}]

set non_clock_inputs [all_inputs -no_clocks]
set_input_delay [expr $clk_period * $clk_io_pct] -clock clk0 $non_clock_inputs
set_output_delay [expr $clk_period * $clk_io_pct] -clock clk0 [all_outputs]
```
**flow/design.v**
```verilog
module vga_ctrl(
    input           pclk,      
    input           reset,     
    input  [11:0]   vga_data,  
    output [9:0]    h_addr,    
    output [9:0]    v_addr,
    output          hsync,     
    output          vsync,
    output          valid,     
    output [3:0]    vga_r,     
    output [3:0]    vga_g,
    output [3:0]    vga_b
    );
  parameter    h_frontporch = 96;
  parameter    h_active = 144;
  parameter    h_backporch = 784;
  parameter    h_total = 800;
  parameter    v_frontporch = 2;
  parameter    v_active = 35;
  parameter    v_backporch = 515;
  parameter    v_total = 525;
  reg [9:0]    x_cnt;
  reg [9:0]    y_cnt;
  wire         h_valid;
  wire         v_valid;
  always @(posedge reset or posedge pclk)  
      if (reset == 1'b1)
        x_cnt <= 1;
      else
      begin
        if (x_cnt == h_total)
            x_cnt <= 1;
        else
            x_cnt <= x_cnt + 10'd1;
      end
  always @(posedge reset or posedge pclk)   
      if (reset == 1'b1)
        y_cnt <= 1;
      else
      begin
        if (y_cnt == v_total & x_cnt == h_total)
            y_cnt <= 1;
        else if (x_cnt == h_total)
            y_cnt <= y_cnt + 10'd1;
      end
  assign hsync = (x_cnt > h_frontporch);
  assign vsync = (y_cnt > v_frontporch);
  assign h_valid = (x_cnt > h_active) & (x_cnt <= h_backporch);
  assign v_valid = (y_cnt > v_active) & (y_cnt <= v_backporch);
  assign valid = h_valid & v_valid;
  assign h_addr = h_valid ? (x_cnt - 10'd145) : {10{1'b0}};
  assign v_addr = v_valid ? (y_cnt - 10'd36) : {10{1'b0}};
  assign vga_r = vga_data[11:8];
  assign vga_g = vga_data[7:4];
  assign vga_b = vga_data[3:0];
endmodule
```
==> impl_metrics.env <==
# physical design summary
export IMPL_run_status="complete, no violations"
export IMPL_whs_ns=0.502
export IMPL_cp_start_kind="register"
export IMPL_diodes=0
export IMPL_via_per_inst=4.70
export IMPL_ctsResizeCount=1
export IMPL_finalSetupViolations=0
export IMPL_cts_buffer_depth=2
export IMPL_antenna_left=0
export IMPL_postRouteWirelength_mm=3.34
export IMPL_dpl_cell_area_mm2=0.00190
export IMPL_vdd_drop_max_uv=229
export IMPL_drive_above_1_share=0.0900
export IMPL_synthToLayoutAreaGrowth_pct=16.0
export IMPL_rows=27
export IMPL_leakagePower_nw=0.819
export IMPL_post_route_util=0.360
export IMPL_final_area_mm2=0.00197
export IMPL_tritoncts="built"
export IMPL_slew_headroom=0.489
export IMPL_synth_cell_type_count=48
export IMPL_setup_slack_ns=0.202
export IMPL_ys_chip_area_mm2=0.00170
export IMPL_yosys_cells=201
export IMPL_hold_viol=0
export IMPL_remaining_drc_errors=0
export IMPL_period_used=0.939
export IMPL_tightest_slew_ns=0.766
export IMPL_fp_util=0.310
export IMPL_grt_max_degree=21
export IMPL_cts_inserted_buffers=3
export IMPL_hpwl_mm=2.44
export IMPL_gr_usage_all_layers=0.118
export IMPL_clock_latency_ns=0.25
export IMPL_grt_first_pass_wirelength_mm=5.65
export IMPL_place_gp_congestion=0.821
export IMPL_p_per_area_mw_per_mm2=220
export IMPL_cap_violations=0
export IMPL_die_height_um=77.2
export IMPL_finalCriticalPeriod_ns=3.10
export IMPL_post_cts_setup_buffers=0
export IMPL_max_freq_mhz=323
export IMPL_path_clk_slew_ns=0.07
export IMPL_avgSynthCellArea_um2=8.45
export IMPL_async_flop_share=1.00
export IMPL_antenna_found_initial=0
export IMPL_drtIter0Drc=110
export IMPL_cts_hold_fix_buffers=0
export IMPL_power_switching_w=0.0000804
export IMPL_path_class="register to output port"
export IMPL_clockRootBuffer="clkbuf_8"
export IMPL_die_w_um=77.2
export IMPL_die_area_mm2=0.00596
export IMPL_fillers=572
export IMPL_edf_count=0
export IMPL_core_mm2=0.00547
export IMPL_seq_power_share=0.567
export IMPL_wl_per_cell_um=11.8
export IMPL_yosysSeqAreaShare=0.296
export IMPL_swShare=0.186
export IMPL_syn_inst=201
export IMPL_synth_flop_count=20
export IMPL_grt_pass1_vias=1129
export IMPL_required_ns=2.64
export IMPL_vias=1330
export IMPL_dr_pass1_iters=2
export IMPL_worstPathArrival_ns=2.44
export IMPL_warning_count=31
export IMPL_end_kind="output port"
export IMPL_slew_viol_final=0
export IMPL_grt_overflow_total=0
export IMPL_yosys_warnings=1
export IMPL_clkSinkCount=20
export IMPL_p_int_w=0.000352
export IMPL_flop_cell="dfrtp_1"
export IMPL_netlist_area_mm2=0.00170
export IMPL_skew_ns=0.00218
export IMPL_pre_cts_slack_ns=0.283
export IMPL_combPwrFrac=0.013
export IMPL_power_frac_clock=0.420
export IMPL_pin_count=49
export IMPL_ctsHtreeMaxLevel=1
export IMPL_cp_max_fo=10
export IMPL_port_buffers=24
export IMPL_min_path_type="register to register"
-- power by group through the flow --
stage	Sequential, W	Clock [W]	Combinational (W)
final	0.000245	0.000182	0.00000584
after global routing	0.000245	0.000203	0.00000706
after CTS	0.000245	0.000192	0.00000634
-- worst paths after layout --
check	cells after the start	slack (ns)	from	endpoint
max	5	0.20	x_cnt[5]$_DFF_PP0_	h_addr[6]
min	1	0.50	x_cnt[0]$_DFF_PP1_	x_cnt[0]$_DFF_PP1_
max reg2reg	6	1.38	x_cnt[1]$_DFF_PP0_	y_cnt[4]$_DFFE_PP0P_
min reg2reg	1	0.50	x_cnt[0]$_DFF_PP1_	x_cnt[0]$_DFF_PP1_
max in group asynchronous	2	1.98	reset	y_cnt[2]$_DFFE_PP0P_
min in group asynchronous	2	0.85	reset	x_cnt[1]$_DFF_PP0_
-- area by class of cell --
cell class                 count  area [um^2]  area share
clock buffer                   4         55.1      0.0280
inverter                      11         41.3      0.0210
multi-input combinational    148         1010       0.513
sequential                    20          503       0.255
tap                           72         90.1      0.0457
timing repair buffer          28          270       0.137
-- cells in the mapped netlist (2+ instances only) --
cell | count | area [um^2]
a211oi_1 | 2 | 15.0
a21oi_1 | 6 | 30.0
a22o_1 | 2 | 17.5
and2_1 | 2 | 12.5
and3_1 | 2 | 12.5
buf_2 | 5 | 25.0
buf_4 | 12 | 90.1
buf_6 | 3 | 33.8
clkbuf_1 | 2 | 7.51
dfrtp_1 | 18 | 450
dfstp_2 | 2 | 52.6
ha_1 | 9 | 113
inv_1 | 11 | 41.3
nand2_1 | 9 | 33.8
nand2b_1 | 3 | 18.8
nand3_1 | 10 | 50.1
nand4_1 | 2 | 12.5
nor2_1 | 29 | 109
nor3_1 | 9 | 45.0
nor3_2 | 2 | 20.0
nor3b_1 | 2 | 15.0
o21ai_0 | 9 | 45.0
o21ai_1 | 2 | 10.0
or3_1 | 4 | 25.0
or4_1 | 2 | 15.0
xnor2_1 | 18 | 158
xor2_1 | 3 | 26.3
-- stage by stage --
step | std cells | setup TNS, ns | power [W]
after global routing | 283 | -0.0151 | 0.000455
final | 283 | 0 | 0.000433
after CTS | 283 | 0 | 0.000443
after floorplan | 201 | 0 | 0.000262
after detailed placement | 279 | 0 | 0.000256
after global placement | 279 | 0 | 0.000256
-- cells by family after synthesis --
logic type	count (synthesis)	share of synthesized area
buffers and inverters	33	0.116
xor gates and xnor gates	21	0.108
DFF	20	0.296
and+or+nand+nor	88	0.299
AOI/OAI and AO/OA	30	0.113
adders and majority gates	9	0.0663
-- registers in the layout, indices dropped and copies added, names as in the netlist --
register / flops
x_cnt: 10
y_cnt: 10
-- layout by cell type (no fill, tap or decap), drive strengths merged, types with 3 or more instances in the layout --
| master | n |
|---|---|
| clkdlybuf4s50 | 24 |
| xnor2 | 18 |
| buf | 4 |
| ha | 9 |
| clkbuf | 4 |
| nand2b | 3 |
| nor3 | 12 |
| nand2 | 9 |
| xor2 | 3 |
| inv | 11 |
| or4 | 3 |
| o21ai | 11 |
| nor2 | 29 |
| a21oi | 7 |
| or3 | 4 |
| dfrtp | 18 |
| nand3 | 10 |
-- layer usage --
layer  routed length (um)  track usage  up-vias
li1                     -            -      697
met4                   13       0.0113        0
met5                    0            0        -
met3                   85       0.0181        4
met1                 1800        0.196      620
met2                 1440        0.167        9
-- critical path, stage by stage, from the launching register on --
cell and delay [ns]:
dfrtp_1 0.51, or4b_2 0.72, a21oi_1 0.23, nor3_4 0.12
a21oi_1 0.14, clkdlybuf4s50_1 0.47
Power is estimated from default activity; no workload was simulated.
