$ cat flow/config.mk
export PLATFORM = sky130hd
export DESIGN_NAME = clkgen
export DESIGN_NICKNAME = clkgen
export VERILOG_FILES = /design/flow/design.v
export SDC_FILE = /design/flow/constraint.sdc
export NUM_CORES = 4
export LEC_CHECK = 1
export CORE_AREA = 10 10 100 100
export DIE_AREA = 0 0 110 110
$ cat flow/constraint.sdc
current_design clkgen

set clk_period 2.2
set clk_io_pct 0.2

create_clock -name clk0 -period $clk_period [get_ports {clkin}]

set non_clock_inputs [all_inputs -no_clocks]
set_input_delay [expr $clk_period * $clk_io_pct] -clock clk0 $non_clock_inputs
set_output_delay [expr $clk_period * $clk_io_pct] -clock clk0 [all_outputs]
$ cat flow/design.v
module clkgen(
    input clkin,
    input rst,
    input clken,
    output reg clkout
    );
    parameter sys_clk_freq=100000000;  
    parameter out_clk_freq=25000000; 
    parameter countlimit=sys_clk_freq/2/out_clk_freq; 
  reg[31:0] clkcount;
  always @ (posedge clkin)
    if(rst)
    begin
        clkcount=0;
        clkout=1'b0;
    end
    else
    begin
    if(clken)
        begin
            clkcount=clkcount+1;
            if(clkcount>=countlimit)
            begin
                clkcount=32'd0;
                clkout=~clkout;
            end
            else
                clkout=clkout;
        end
      else
        begin
            clkcount=clkcount;
            clkout=clkout;
        end
    end
endmodule
$ cat flow/run.sh
#!/bin/bash
# OpenROAD 26Q1-2900-gdf79404cd8, Yosys 0.63+post, stock flow scripts
make -C /OpenROAD-flow-scripts/flow DESIGN_CONFIG=/design/flow/config.mk WORK_HOME=/design/flow/orfs finish
==> Slide: Implementation Results <==
Implementation Results

Run status
  • Outcome: finished, violations left
  • Failing checks: setup timing

Timing
  • Tmin final: 2.34 ns
  • Slew @ Worst Pin: 0.366 ns
  • Final Cycle Share: 106%
  • Worst slew margin: 75.0%
  • Max-slew violations: 0
  • Final setup violation count: 2
  • Clock Skew: 0.00701 ns
  • Hold Slack: 0.503 ns
  • Final Hold Fails: 0
  • Final setup margin: -0.141 ns
  • F_max: 427 MHz
  • RSZ-0062 raised after global routing: true

Critical path
  • Critical path depth: 8
  • Slowest cell delay on critical path: 0.56 ns
  • Worst Setup Start Kind: flip-flop
  • CP Cell Sequence: ha_4 > and3_4 > nand3_4 > or4_4 > or3_4 > a311oi_2 > nand4_1 > a21oi_1
  • CP endpoint kind: flip-flop
  • Delay-heaviest family, CP: simple AND/OR/NAND/NOR gates
  • CP Class: reg -> reg
  • WP data arrival: 2.55 ns
  • Worst R2R Path Depth: 8
  • CP max FO: 4
  • Crit path DRT: 2.41 ns
  • Worst Path Buf+Inv: 0
  • Critical Path Slowest Stage Cell: or4_4

Clock tree
  • TritonCTS clock tree: done
  • Max Buffers Root-to-Sink: 2
  • Clock H-tree levels: 2
  • CTS clk-pin slew, worst paths: 0.07 ns
  • CTS Buf Count: 5
  • Clock Latency Late Sink: 0.28 ns
  • CTS root buffer: clkbuf_8
  • Sink Count: 33

Synthesis
  • EDFF count, synth: 0
  • Synth top cell by count: dfxtp_1
  • Synth flops: 33
  • Synth Cell Area: 1610 um2
  • Yosys chip area: 1610 um2
  • Distinct lib cells: 46
  • Top area cell types: dfxtp_1, and2_1, nand4_1, xnor2_1, and4_1
  • Post-synthesis area per instance: 8.96 um2
  • # Cells Yosys: 180
  • Synth top area share: 41.0%
  • Top FF cell, synth: dfxtp_1
  • Post-synth top cells: dfxtp_1, and2_1, nand4_1, nand2_1, nor2_1
  • Area leader, netlist: dfxtp_1
  • FFs w/ async S/R, synth: 0%
  • Yosys warning count: 1
  • Seq/Total Area, Yosys: 41.0%
  • Post-Synthesis Cells: 180

Floorplanning
  • Die X: 110 um
  • Row cnt: 32
  • Die height: 110 um
  • FP Core Util: 20.7%
  • Top Ports: 4
  • Die area: 12,100 um2
  • Placeable Area: 7810 um2

Drt
  • Drt pass-1 iters: 4
  • Diode count: 0
  • Starting DRT DRC Count: 82
  • Wirelength, routed: 3780 um
  • Via density per instance: 4.40
  • DR vias: 1,478
  • DRT antenna net count: 0
  • DRC viols: 0
  • Routed WL per cell: 11.2 um

Placement
  • Port bufs: 3
  • HPWL after detailed placement: 2820 um
  • Routability Congestion: 0.893
  • Inst Count DP: 324

Global routing
  • Initial antenna violation count: 0
  • Total gr overflow: 0
  • First-pass GRT wire length: 6470 um
  • Largest net degree at the start of global routing: 18
  • GRT Total Usage: 6.47%
  • Vias in the first global route: 1,434

Cells and area
  • Post-layout instance count excluding filler cells: 336
  • Layout cells sized above 1: 37.2%
  • P&R area growth vs syn: 42.6%

Power
  • P per Cell Area: 479 nW/um2
  • Leakage: 0.934 nW
  • Maximum vdd ir drop: 0.347 mV

Run
  • Max Cap Viol: 0
  • OpenROAD warnings: 29

Worst hold path
  • HP Class: reg -> reg
  • Hold depth: 1
per-stage QoR:
stage	TNS (ns)	util [%]	area (um2)	power (mW)	setup WS (ns)
2_1_floorplan	-0.0980	-	1680	0.648	-0.0666
3_3_place_gp	-0.217	27.5	2150	0.681	-0.124
3_5_place_dp	-0.309	27.5	2150	0.682	-0.156
4_1_cts	-0.162	29.3	2290	1.12	-0.0820
5_1_grt	-0.433	29.5	2300	1.15	-0.217
6_report	-0.277	29.5	2300	1.10	-0.141
power breakdown:
group	internal (mW)	switching [mW]	total (mW)
logic	0.0335	0.0313	0.0648
registers	0.600	0.00493	0.605
clock network	0.219	0.213	0.432
what timing repair did:
item / 4_1_cts / 5_1_grt
gates resized: 13 / 2
endpoints found under the setup margin: 2 / 2
pin swaps: 8 / 3
buffers inserted: 4 / 0
hold buffers: 0 / 0
cell type report:
class | instances | area [um2]
clock buffers | 6 | 72.6
clock inverters | 2 | 10.0
fillers | 817 | 5510
flip-flops and latches | 33 | 682
multi-input cells | 136 | 991
well taps | 102 | 128
inverters | 5 | 18.8
repair buffers | 52 | 398
path summary, 6_finish.rpt:
check / from / to / slack (ns)
max: clkcount[0]$_SDFFE_PP0P_ / clkcount[0]$_SDFFE_PP0P_ / -0.14
min: clkcount[20]$_SDFFE_PP0P_ / clkcount[20]$_SDFFE_PP0P_ / 0.50
max reg2reg: clkcount[0]$_SDFFE_PP0P_ / clkcount[0]$_SDFFE_PP0P_ / -0.14
min reg2reg: clkcount[20]$_SDFFE_PP0P_ / clkcount[20]$_SDFFE_PP0P_ / 0.50
kinds of logic (layout without fill, tap and decap cells):
kind of cell             Yosys count  in the layout  share of synthesized area, %
buffers and inverters             11             65                          2.79
AND-OR/OR-AND                     29             29                          13.7
AND/OR/NAND/NOR                   96             96                          36.0
flip-flops                        33             33                          41.0
adder cells (fa/ha/maj)            2              2                          1.55
XOR/XNOR                           8              8                          4.34
multiplexers                       1              1                         0.621
sequential cells by signal, summed over array words and instances (netlist names):
name / count
clkout: 1
clkcount: 32
placed cells by master, fill, tap and decap left out, types with 6 or more instances in the layout:
cell type	Yosys	layout
and2_1	31	31
buf_4	0	49
nand3_1	7	6
nand4_1	9	9
dfxtp_1	33	22
dfxtp_2	0	8
nand2_1	8	8
nor2_1	8	8
nor3_1	7	7
worst register-to-register path: stages, from the launching register on:
cell and delay, ns:
dfxtp_4 0.37, ha_4 0.13, and3_4 0.20, nand3_4 0.08, or4_4 0.56, or3_4 0.37, a311oi_2 0.28, nand4_1 0.14
a21oi_1 0.14
per-layer routing:
metal  part of all wire [%]  GRT usage [%]  vias to the layer above
met3                    4.1           1.47                        7
met5                      0              0                        -
met2                     42           9.65                       24
met4                    1.7          0.836                        0
li1                       -              -                      779
met1                     52           9.60                      668
No activity file was given, so power comes from the tool's default toggle rates.
