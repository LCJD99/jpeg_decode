[design/flow/config.mk]
export PLATFORM = sky130hd
export DESIGN_NAME = jpeg_fsm
export DESIGN_NICKNAME = jpeg_fsm
export VERILOG_FILES = /design/flow/design.v
export SDC_FILE = /design/flow/constraint.sdc
export NUM_CORES = 4
export LEC_CHECK = 1
export CORE_UTILIZATION = 50
[design/flow/constraint.sdc]
current_design jpeg_fsm

set clk_period 9.8
set clk_io_pct 0.2

create_clock -name clk0 -period $clk_period [get_ports {clk}]

set non_clock_inputs [all_inputs -no_clocks]
set_input_delay [expr $clk_period * $clk_io_pct] -clock clk0 $non_clock_inputs
set_output_delay [expr $clk_period * $clk_io_pct] -clock clk0 [all_outputs]
[design/flow/run.sh]
#!/bin/bash
# OpenROAD 26Q1-2900-gdf79404cd8, Yosys 0.63+post, stock flow scripts
make -C /OpenROAD-flow-scripts/flow DESIGN_CONFIG=/design/flow/config.mk WORK_HOME=/design/flow/orfs finish
[design/flow/design.v]
module jpeg_fsm(
input clk,rst,
input        bit_avali,
input [63:0] bit_out,
output reg [3:0] state,
output reg [2:0] dqt_state,
output reg [2:0] sof_state,
output reg [3:0] dht_state,
output reg       dht_cal_state,
output reg [1:0] sos_state,
output reg [2:0] dec_state,
output reg [1:0] dc_state,
output reg [1:0] ac_state,
output reg [1:0] dq_state,
output reg [1:0] idct1_state,
output reg [1:0] idct2_state,
output reg [1:0] rgb_state,
input        pic_is_411,
input [15:0] width,heigth,
input [12:0] mcu_w,mcu_h,
output soi_find,
output sof_find,
output dqt_find,
output dht_find,
output sos_find,
output eoi_find,
input  dqt_end,
input  dqt_item_end,
input  dht_item_end,
input  dht_cal_end,
input  dht_end,
input  dht_loop_end,
input dc_word_eq,
input ac_word_eq,
input ac_all_zero,
input [7:0] ac_i,
output dq_eat,
output reg [3:0] i_in_mcu,
output reg [3:0] i_in_mcu_i2,
output reg [12:0] x_mcu_rgb,y_mcu_rgb,
input out_empty
);
wire sos_end;
wire sof_end;
wire dec_end;
wire mcu_end;
wire dc_end;
wire ac_end;
wire rd_end;
reg [3:0] i_in_mcu_o;
assign soi_find = bit_out[63:48] == 16'hffd8;
assign dqt_find = bit_out[63:48] == 16'hffdb;
assign sof_find = bit_out[63:48] == 16'hffc0;
assign dht_find = bit_out[63:48] == 16'hffc4;
assign sos_find = bit_out[63:48] == 16'hffda;
assign eoi_find = bit_out[63:48] == 16'hffd9;
always@(posedge clk)
  if(rst)
    state <= 4'd0;
  else if(bit_avali)begin
  	case(state)
  		4'd0:  state <= 4'd1;
  		4'd1:  state <= soi_find ? 4'd2 : 4'd1;
  		4'd2:  state <= 4'd3;
  		4'd3:  state <= dqt_end ? 4'd4 : 4'd3;
  		4'd4:  state <= sof_end ? 4'd5 : 4'd4;
  		4'd5:  state <= dht_end ? 4'd7 : 4'd5;
  		4'd7:  state <= sos_end ? 4'd8 : 4'd7;
  		4'd8:  state <= dec_end ? 4'd9 : 4'd8;
  		4'd9:  state <= rd_end  ? 4'd10 : 4'd9;
  		4'd10:  state <= eoi_find ? 4'd11 : 4'd10;
  		4'd11:  state <= 4'd0;
  		default:;
  	endcase
  end else begin
  	case(state)
  		4'd11:  state <= 4'd0;
  		default:;
  	endcase
  end   
	assign rd_end = 
		state == 4'd9 & 
		dq_state == 2'd0 & 
		idct1_state == 2'd0 &
        idct2_state == 2'd0 & 
		rgb_state == 2'd0 & out_empty;
always@(posedge clk)
  if(rst)
    dqt_state <= 3'd0;
  else if(bit_avali & state == 4'd3)begin
    case(dqt_state)
    	3'd0:  dqt_state <= dqt_find ? 3'd1 : 3'd0;
    	3'd1:  dqt_state <= 3'd2;
    	3'd2:  dqt_state <= 3'd3;
    	3'd3:  dqt_state <= dqt_item_end ? 3'd4 : 3'd3; 
    	3'd4:  dqt_state <= dqt_end ? 3'd0 : 3'd1;                              
    	default:;
    endcase
  end   
assign sof_end = sof_state == 3'd5;
always@(posedge clk)
  if(rst)
    sof_state <= 3'd0;
  else if(bit_avali & state == 4'd4)begin
  	case(sof_state)
  		3'd0:  sof_state <= sof_find ? 3'd1 : 3'd0;
  		3'd1:  sof_state <= 3'd2;  
  		3'd2:  sof_state <= 3'd3;     
  		3'd3:     sof_state <= 3'd4;
  		3'd4:    sof_state <= 3'd5;
  		3'd5:    sof_state <= 3'd0;
  		default:;
  	endcase
  end   
always@(posedge clk)
  if(rst)
    dht_state <= 4'd0;
  else if(bit_avali & state == 4'd5)begin
    case(dht_state)
    	4'd0:  dht_state <= dht_find ? 4'd1 : 4'd0;
    	4'd1:  dht_state <= 4'd2;
    	4'd2:  dht_state <= 4'd3;
		4'd3:  dht_state <= 4'd4;
		4'd4:  dht_state <= dht_cal_end ? 4'd5 : 4'd4;
		4'd5:  dht_state <= 4'd6;
		4'd6:  dht_state <= dht_cal_end ? 4'd7 : 4'd6;
		4'd7:  dht_state <= dht_item_end ? 4'd8 : 4'd7;
		4'd8:  dht_state <= dht_end ? 4'd0 : 4'd1;
    	default:;
    endcase
  end else if(state == 4'd5)begin
  	case(dht_state)
  		4'd4:  dht_state <= dht_cal_end ? 4'd5 : 4'd4;
  		4'd6:  dht_state <= dht_cal_end ? 4'd7 : 4'd6;
  		default:;
  	endcase
  end 
always@(posedge clk)
  if(rst)
    dht_cal_state <= 1'd0;
  else if(dht_state == 4'd4 | dht_state == 4'd6)begin
  	case(dht_cal_state)
  		1'd0: dht_cal_state <= 1'd1;
  		1'd1:   dht_cal_state <= 
		  	dht_loop_end ? 
			  (dht_cal_end ? 1'd0 : 1'd1)  : 1'd1;
  		default:;
  	endcase
  end   
assign sos_end = sos_state == 2'd3 & bit_avali;
always@(posedge clk)
  if(rst)
    sos_state <= 2'd0;
  else if(bit_avali & state == 4'd7)begin
  	case(sos_state)
  		2'd0:  sos_state <= sos_find ? 2'd1 : 2'd0;
  		2'd1:  sos_state <= 2'd2;
  		2'd2:  sos_state <= 2'd3;
  		2'd3:  sos_state <= 2'd0;
  		default:;
  	endcase
  end   
reg [15:0] mcu_num;
reg [12:0] x_mcu,y_mcu;
always@(posedge clk)
  if(rst)begin
  	x_mcu <= 0;
  	y_mcu <= 0;
  	mcu_num <= 0;
  end else if(state == 4'd11)begin
  	x_mcu <= 0;
  	y_mcu <= 0;
  	mcu_num <= 0;	
  end else if(dec_state == 3'd4)begin
  	x_mcu <= x_mcu == mcu_w - 13'd1 ? 0 : x_mcu + 13'd1;
  	y_mcu <= x_mcu == mcu_w - 13'd1 ? (y_mcu == mcu_h - 13'd1 ? 13'd0 : y_mcu + 13'd1) : y_mcu;
  	mcu_num <= dec_end ? mcu_num : mcu_num + 1;
  end 
always@(posedge clk)
  if(rst)
    i_in_mcu <= 4'd0;
  else if(state == 4'd11)
  	i_in_mcu <= 4'd0;  
  else if(dec_state == 3'd3)begin
    if(pic_is_411)begin
    	i_in_mcu <= i_in_mcu == 4'd5 ? 4'd0 : i_in_mcu + 4'd1;
    end else begin
    	i_in_mcu <= i_in_mcu == 4'd2 ? 4'd0 : i_in_mcu + 4'd1;
    end 
  end  
assign dec_end = dec_state == 3'd4 & x_mcu == mcu_w - 13'd1 & y_mcu == mcu_h - 13'd1;  
assign mcu_end = dec_state == 3'd3 & 
               ((pic_is_411 & i_in_mcu == 4'd5) | (!pic_is_411 & i_in_mcu == 4'd2));
assign dc_end = dc_state == 2'd2 & bit_avali;
assign ac_end = ((ac_state == 2'd2 & ac_all_zero) | 
                 (ac_state == 2'd3 & ac_i == 62)) & bit_avali;
always@(posedge clk)
  if(rst)
    dec_state <= 3'd0;
  else if(state == 4'd8)begin
  	case(dec_state)
  		3'd0:  dec_state <= 3'd1;
  		3'd1:    dec_state <= dc_end ? 3'd2 : 3'd1;
  		3'd2:    dec_state <= ac_end ? 3'd5 : 3'd2;
  		3'd5:    dec_state <= dq_eat ? 3'd3 : 3'd5;
  		3'd3:  dec_state <= mcu_end ? 3'd4 : 3'd1;
  		3'd4:   dec_state <= dec_end ? 3'd0  : 3'd1;
  		default:;
  	endcase
  end 
always@(posedge clk)
  if(rst)
    dc_state <= 2'd0;
  else if(bit_avali & dec_state == 3'd1)begin
    case(dc_state)
    	2'd0:  dc_state <= 2'd1;
    	2'd1:  dc_state <= dc_word_eq ? 2'd2 : 2'd1; 
    	2'd2:  dc_state <= 2'd0;
    	default:;
    endcase  
  end 	
always@(posedge clk)
  if(rst)
    ac_state <= 2'd0;
  else if(bit_avali & dec_state == 3'd2)begin
  	case(ac_state)
  		2'd0:  ac_state <= 2'd1;
  		2'd1:  ac_state <= ac_word_eq ? 2'd2 : 2'd1;
  		2'd2:  ac_state <= ac_all_zero ? 2'd0 : 2'd3;
  		2'd3:  ac_state <= ac_i == 62 ? 2'd0 : 2'd1;
  		default:;
  	endcase
  end    
wire idct1_eat = idct1_state == 2'd0;
wire idct2_eat = idct2_state == 2'd0;
wire dec_wait = dec_state == 3'd5;
wire dq_wait = dq_state == 2'd2;
wire idct1_wait = idct1_state == 2'd2;
wire idct2_wait = idct2_state == 2'd2;
assign dq_eat = dq_state == 2'd0;
wire rgb_eat = rgb_state == 2'd0;
always@(posedge clk)
  if(rst)
    dq_state <= 2'd0;
  else 
    case(dq_state) 
    	2'd0:  dq_state <= dec_wait ? 2'd1 : 2'd0;
    	2'd1:    dq_state <= 2'd2;
    	2'd2:  dq_state <= idct1_eat ? 2'd0 : 2'd2;
    	default:;
    endcase
always@(posedge clk)
  if(rst)
    idct1_state <= 2'd0;
  else 
    case(idct1_state)
    	2'd0:   idct1_state <= dq_wait ? 2'd1 : 2'd0;
    	2'd1:     idct1_state <= 2'd3;
    	2'd3:    idct1_state <= 2'd2;
    	2'd2:   idct1_state <= idct2_eat ? 2'd0 : 2'd2;
    	default:;
    endcase
always@(posedge clk)
  if(rst)
    idct2_state <= 2'd0;
  else 
    case(idct2_state)
    	2'd0:   idct2_state <= idct1_wait ? 2'd1 : 2'd0;
    	2'd1:     idct2_state <= 2'd3;
    	2'd3:    idct2_state <= 2'd2;
    	2'd2:   idct2_state <= rgb_eat ? 2'd0 : 2'd2;
    	default:;
    endcase
always@(posedge clk)
  if(rst)
    rgb_state <= 2'd0;
  else 
    case(rgb_state)
    	2'd0:    rgb_state <= idct2_wait ? 2'd1 : 2'd0;
    	2'd1:   rgb_state <= pic_is_411 ? 
    	                                 (i_in_mcu_o == 5 ? 2'd3 : 2'd0) :
    	                                 (i_in_mcu_o == 2 ? 2'd3 : 2'd0);
    	2'd3:    rgb_state <= out_empty ? 2'd0 : 2'd3;
    	default:;
    endcase
reg [3:0] i_in_mcu_dq;
reg [12:0] x_mcu_dq,y_mcu_dq;
always@(posedge clk)
  if(rst)begin
  	i_in_mcu_dq <= 0;
  	x_mcu_dq <= 0;
  	y_mcu_dq <= 0;
  end else if(state == 4'd11)begin
  	i_in_mcu_dq <= 0;
  	x_mcu_dq <= 0;
  	y_mcu_dq <= 0;	
  end else if(dec_wait & dq_eat)begin
  	i_in_mcu_dq <= i_in_mcu;
  	x_mcu_dq <= x_mcu;
  	y_mcu_dq <= y_mcu;
  end 
reg [3:0] i_in_mcu_i1;
reg [12:0] x_mcu_i1,y_mcu_i1;
always@(posedge clk)
  if(rst)begin
  	i_in_mcu_i1 <= 0;
  	x_mcu_i1 <= 0;
  	y_mcu_i1 <= 0;
  end else if(state == 4'd11)begin
  	i_in_mcu_i1 <= 0;
  	x_mcu_i1 <= 0;
  	y_mcu_i1 <= 0;	
  end else if(dq_wait & idct1_eat)begin
  	i_in_mcu_i1 <= i_in_mcu_dq;
  	x_mcu_i1 <= x_mcu_dq;
  	y_mcu_i1 <= y_mcu_dq;
  end
reg [12:0] x_mcu_i2,y_mcu_i2;  
always@(posedge clk)
  if(rst)begin
  	i_in_mcu_i2 <= 0;
  	x_mcu_i2 <= 0;
  	y_mcu_i2 <= 0;
  end else if(state == 4'd11)begin
  	i_in_mcu_i2 <= 0;
  	x_mcu_i2 <= 0;
  	y_mcu_i2 <= 0;	
  end else if(idct1_wait & idct2_eat)begin
  	i_in_mcu_i2 <= i_in_mcu_i1;
  	x_mcu_i2 <= x_mcu_i1;
  	y_mcu_i2 <= y_mcu_i1;
  end
always@(posedge clk)
  if(rst)begin
  	i_in_mcu_o <= 0;
  	x_mcu_rgb <= 0;
  	y_mcu_rgb <= 0;
  end else if(state == 4'd11)begin
  	i_in_mcu_o <= 0;
  	x_mcu_rgb <= 0;
  	y_mcu_rgb <= 0;	
  end else if(idct2_wait & rgb_eat)begin
  	i_in_mcu_o <= i_in_mcu_i2;
  	x_mcu_rgb <= x_mcu_i2;
  	y_mcu_rgb <= y_mcu_i2;
  end 
endmodule 
==> deck_impl_summary.md <==
Run Summary

Critical path
  – CP arrival: 3.91 ns
  – R2r setup slk: 6.77 ns
  – CP startpoint: bit_out[53]
  – Crit. End Element: primary output
  – R2r startpoint: x_mcu[6]
  – Setup CP Type: input port to primary output
  – R2r worst-path depth: 8
  – Critical Path Start Type: input port
  – CP Capture Point: eoi_find
  – R2r endpoint: y_mcu[4]
  – Worst EP required: 7.84 ns
  – Worst-path fanout max: 4

Placed design
  – Area after DPL: 0.0102 mm2
  – IO buf count: approximately 140
  – Dpl hpwl: 14.0 mm
  – GPL Wtd Cong: 0.869

Pwr
  – Clock power frac: ~45%
  – Power share of the sequential group: 50.0%
  – Combinational power share: 5.2%
  – P_leak: 3.47 nW
  – P_sw: 0.359 mW
  – Int Pwr: 1.13 mW
  – Max IR drop VDD: around 0.12 mV
  – Pwr/cell area: roughly 140 mW/mm2
  – Net Sw Frac: about 24%

Synthesis
  – Post-synth EDFFs: 0
  – Synthesis warning total: 1
  – Aoi share: 18.8%
  – Ys flops: between 150 and 200
  – Mapped Area: 0.00867 mm2
  – Seq share, synth: 42.0%
  – Synth Area in Adders: 2.02%
  – Simple Share, Synth: 27.7%
  – Cells after Synth: ~1100
  – XORs/XNORs by Area: 3.74%
  – Synthesized area per cell: 7.58 um2
  – Mux area share: 1.08%
  – Main logic family: simple AND/OR/NAND/NOR gates
  – # Cells Yosys: 1145
  – Ys async rst share: 0%
  – YS chip area: ~0.0087 mm2
  – Distinct lib cells: 66
  – Ys flop type: dfxtp_1

Clocking
  – CTS Buffer Depth: 2
  – Clock Sinks: 182
  – H-tree Lvls: 4
  – Quantity of gates resized following cts: 0
  – Clock tree from TritonCTS: built
  – CTS buffer count: 17
  – Clock root buffer: clkbuf_16
  – Setup bufs post-CTS: 0
  – Clk slew on worst S/H paths: ~0.070 ns
  – CTS Hold Bufs: 0
  – Insertion Delay late pin: 0.42 ns

Global routing
  – Number of global-route vias before repair: 6846
  – Global-route wire length before repair: 33.5 mm
  – Antenna violations before repair: 0
  – Largest net degree at the start of global routing: 74
  – Tot GR Track Use: between 20% and 30%
  – GR Overflow Total: 0

STA
  – Slew Viols, Final: 0
  – Final worst path period need: 5.87 ns
  – RSZ-0062 raised after global routing: false
  – Period utilization: 59.9%
  – Final hold vios: 0
  – Post-Route Skew: 0.00901 ns
  – Fmax: 170 MHz
  – Worst Tran Pin Value: just over 0.8 ns
  – Hold Slack: between 0.4 and 0.5 ns
  – Relative slew slack: 44.8%
  – Setup TNS: 0 ns
  – Final setup fails: 0

Floorplanning
  – Die X: 134 um
  – Die Span Y: 134 um
  – DIE AREA: 0.0179 mm2
  – Core Rows: 47
  – Core footprint: roughly 0.017 mm2
  – Starting Density: 51.8%
  – I/O pin cnt: 217

Finish
  – Share of post-route cells with drive strength above 1: ~4.8%
  – Post-route cell area: 0.0107 mm2
  – Most frequent logic cell in the layout: nand2_1
  – Most numerous logic cells after layout: nand2_1 (283), dfxtp_1 (182), a21oi_1 (168)
  – Area delta synth->final: 23.9%

Detailed routing
  – DRT antenna net count: 0
  – Initial DRC count: around 510
  – # DRC: 0
  – WL/cell: approximately 13 um
  – Final wirelength: between 15 and 20 mm
  – Total number of vias: 7930
  – Via-to-Cell Ratio: 5.36
  – 1st-pass router iterations: 5
  – N_diodes: 0

Run status
  – Outcome: finished clean

Hold path
  – Min-delay src: y_mcu_i2[3]
  – Worst hold path type: flip-flop to flip-flop

Run
  – Tool warnings: 113
  – Max-cap viol count: 0
[state kept, by name, indices dropped and copies added, names as in the netlist, 4 cells and up]
name	count
x_mcu_dq	13
x_mcu_i1	13
x_mcu_i2	13
x_mcu	13
x_mcu_rgb	13
i_in_mcu_i1	4
y_mcu_i2	13
i_in_mcu_o	4
i_in_mcu	4
state	4
dht_state	4
y_mcu_rgb	13
y_mcu	13
y_mcu_dq	13
i_in_mcu_i2	4
i_in_mcu_dq	4
y_mcu_i1	13
[cells by family (layout without fill, tap and decap cells)]
group           count (synthesis)  after routing
mux                             9              9
buf+inv                       104            218
xor+xnor                       37             37
flops                         182            182
fa+ha+maj                      14             14
simple gates                  519            519
compound gates                280            280
[synthesized netlist by cell type (all sizes together), types with 3 or more instances]
library cell  number  share of area (%)
nand4b             7               0.71
xnor2             22                2.2
nor4               8               0.58
a211oi             9               0.78
or3                7               0.50
o21a               4               0.35
o31ai             12                1.0
or4b               4               0.50
nor3b              7               0.66
clkbuf            61                2.6
nor3              29                1.7
dfxtp            182                 42
mux2               3               0.39
and2               4               0.29
nand4              4               0.29
nor2              75                3.2
nand2            283                 12
xor2              15                1.5
nand3b             6               0.52
a31oi             12               0.87
nand2b             7               0.50
buf                5               0.36
nand3             26                1.5
o211ai             4               0.35
o21ai             34                2.0
or4               19                1.7
a311oi             4               0.40
a21oi            169                9.8
inv               36                1.6
ha                14                2.0
and3              13               0.94
mux2i              6               0.69
nor2b              5               0.36
o2111ai            5               0.50
nor4b              5               0.50
[worst max-delay path, stage by stage]
cell and delay [ns]:
clkdlybuf4s50_1 0.39, nand4b_1 0.21, nor4_1 0.57, and3b_1 0.30, clkdlybuf4s50_1 0.48
[worst min-delay path by stage]
stage	endpoint	slack, ns	depth (start not counted)
CTS	y_mcu_rgb[3]	0.45	2
global route	y_mcu_rgb[1]	0.46	2
finish	y_mcu_rgb[3]	0.45	2
[power by group through the flow]
stage         Clock, mW  Sequential, mW  Combinational (mW)
finish            0.665           0.743              0.0779
CTS               0.680           0.743              0.0782
global route      0.713           0.744              0.0864
[metrics by stage]
stage | instances | utilization [%] | power [mW] | worst slack, ns
6_report | 1479 | 64.1 | 1.49 | 3.93
4_1_cts | 1479 | 64.1 | 1.50 | 3.90
3_5_place_dp | 1447 | 60.6 | 0.838 | 3.92
5_1_grt | 1479 | 64.1 | 1.54 | 3.79
2_1_floorplan | 1145 | - | 0.798 | 5.04
3_3_place_gp | 1447 | 60.6 | 0.838 | 3.90
[per-layer routing]
metal  GRT usage [%]  up-vias  part of all wire, %
li1                -     4191                    -
met5               0        -                    0
met1            39.7     3557                   52
met4            2.78        0                 0.98
met3            3.42       10                  4.7
met2            33.0      172                   42
[layout make-up]
class                           count  area (um2)
Fill cell                        1531        6010
Inverter                           38         143
Tap cell                          220         275
Clock buffer                       18         439
Multi-Input combinational cell    859        4640
Sequential cell                   182        3640
Clock inverter                     14         153
Timing Repair Buffer              148        1450
Power figures rest on the tool's default switching activity, not on a simulated workload.
